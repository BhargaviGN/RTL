==> flow/design.v <==
module priorityenc8to3 (
    input [7:0] i, input en, output reg [2:0] y
);
   always@(en, i) begin
    if(en == 1) begin
        if(i[7] == 1) y=3'b111;
        else if(i[6] == 1) y=3'b110;
        else if(i[5] == 1) y=3'b101;
        else if(i[4] == 1) y=3'b100;
        else if(i[3] == 1) y=3'b011;
        else if(i[2] == 1) y=3'b010;
        else if(i[1] == 1) y=3'b001;
        else
        y=3'b000;
    end
    else
    y=3'bzzz;
   end 
endmodule
==> flow/run.sh <==
#!/bin/bash
# OpenROAD 26Q1-2900-gdf79404cd8, Yosys 0.63+post, stock flow scripts
make -C /OpenROAD-flow-scripts/flow DESIGN_CONFIG=/design/flow/config.mk WORK_HOME=/design/flow/orfs finish
==> flow/config.mk <==
export PLATFORM = sky130hd
export DESIGN_NAME = priorityenc8to3
export DESIGN_NICKNAME = priorityenc8to3
export VERILOG_FILES = /design/flow/design.v
export SDC_FILE = /design/flow/constraint.sdc
export NUM_CORES = 4
export LEC_CHECK = 1
export CORE_AREA = 10 10 70 70
export DIE_AREA = 0 0 80 80
==> flow/constraint.sdc <==
current_design priorityenc8to3

set clk_period 1.0
set clk_io_pct 0.2

create_clock -name clk0 -period $clk_period

set non_clock_inputs [all_inputs -no_clocks]
set_input_delay [expr $clk_period * $clk_io_pct] -clock clk0 $non_clock_inputs
set_output_delay [expr $clk_period * $clk_io_pct] -clock clk0 [all_outputs]
==> job_summary.md <==
## Implementation flow summary

| Metric | Value |
|---|---|
| WHS | `660 ps` |
| Maximum vdd drop | `approximately 0.000017 V` |
| Die width | `80 µm` |
| Distinct lib cells | `7` |
| Yosys Instances | `10` |
| Worst Path Required | `~800 ps` |
| Final hold violations | `0` |
| Area fraction in mux cells | `0` |
| Mean Syn Cell Area | `~4.5 µm²` |
| Critical Path Slowest Stage Cell | `o31ai_1` |
| Setup TNS Final | `0 ps` |
| Hold-fix buffers at CTS | `0` |
| Syn. warnings | `2` |
| Initial drt markers | `0` |
| Fin. max-slew vios | `0` |
| Post-synth area from yosys stat | `between 40 and 50 µm²` |
| Cell Area, Synth | `45.0 µm²` |
| Via count | `roughly 110` |
| Measured slew at the worst slew-check pin | `approximately 190 ps` |
| Final Setup Violations | `0` |
| I/O pins | `12` |
| Complex-gate fraction of the synthesized area | `0.500` |
| Max cap viols | `0` |
| Post-layout period usage | `0.963` |
| Unrepaired setup endpoints after global routing | `no` |
| Fin area | `176 µm²` |
| Status | `finished clean` |
| Global-route usage over all layers | `0.0102` |
| Worst Path Max Fanout | `1` |
| Xor/xnor share | `0` |
| Critical Path Sink | `y[0]` |
| Initial antenna violation count | `1` |
| DP Area | `between 200 and 250 µm²` |
| Placer congestion estimate | `0.784` |
| GRT overflow | `0` |
| Crit. Startpoint | `i[1]` |
| Layout cell share with drive strength beyond 1 | `0.524` |
| Crit. End Element | `output pin` |
| Post-synth seq share | `0` |
| Fp_density | `0.0132` |
| Crit path cell chain | `clkdlybuf4s15_1 > a21oi_1 > o31ai_1 > buf_2` |
| Core Region | `roughly 0.0034 mm²` |
| Simple share | `0.333` |
| Post-DR vias/cell | `1.54` |
| Clkbuf count | `0` |
| Log Warnings | `34` |
| DP Cell Count | `between 60 and 70` |
| Final WL | `372 µm` |
| Layout area overhead | `292%` |
| Detail Route Antenna Nets | `0` |
| Flip-flops | `0` |
| Hold WC Path Type | `in2out` |
| Chip height | `approximately 80 µm` |
| Final std cells w/o fill | `just under 70` |
| Crit-path max cell delay | `~220 ps` |
| Rows | `21` |
| Synth Instances | `10` |
| Arr. time, crit path | `760 ps` |
| Slew HR | `0.871` |
| Fmax | `1040 MHz` |
| Pwr dens | `234 mW/mm²` |
| Routed wire per std cell | `5.47 µm` |
| DP HPWL | `roughly 330 µm` |
| Logic family by area | `AND-OR/OR-AND gates` |
| Startpoint Class | `primary input` |
| # DRC | `0` |
| Fillers | `416` |
| Vias in the first global route | `about 110` |
| Register area | `0 µm²` |
| Adder-Cell Fraction of Synth Area | `0` |
| Full die area | `~0.0064 mm²` |
| First-pass DRT Iterations | `1` |
| First-pass GRT wire length | `approximately 520 µm` |
| Logic area | `about 43 µm²` |
| Leakage Power | `roughly 0.061 nW` |
| Setup CP Type | `in2out` |
| Pin count of the biggest net entering global routing | `4` |
| Fin crit period | `roughly 960 ps` |
| I/O Buffers | `10` |
-- where the power goes --
| group | switching [mW] | internal, mW | total [mW] |
|---|---|---|---|
| registers | 0 | 0 | 0 |
| clock network | 0 | 0.000000134 | 0.000000134 |
| logic | 0.0176 | 0.0238 | 0.0414 |
| total | 0.0176 | 0.0238 | 0.0414 |
-- critical path: cells and delay by family --
family	cells	cell delay, ps
buffers and inverters	2	290
AOI/OAI and AO/OA	2	270
-- per-stage QoR --
step                total power, mW  worst slack (ps)    util
CTS                          0.0420              26.2  0.0509
finish                       0.0414              36.7  0.0516
detailed placement           0.0546              -690  0.0593
global route                 0.0472             0.788  0.0509
floorplan                   0.00897               372       -
global placement             0.0524              -633  0.0593
-- cell families (layout without fill, tap and decap cells) --
kind of cell | count (synthesis) | count (layout)
AND-OR/OR-AND | 4 | 4
buffers and inverters | 2 | 13
other | 0 | 1
AND/OR/NAND/NOR | 4 | 4
-- Yosys cell counts --
master / number / area (µm²)
clkinv_1: 1 / 3.75
nand2_1: 2 / 7.51
nor2_1: 2 / 7.51
o31ai_1: 1 / 7.51
o21ai_0: 1 / 5.00
inv_1: 1 / 3.75
a21oi_1: 2 / 10.0
-- layer usage --
layer	vias up	track usage	share of wire	wire length (µm)
li1	58	-	-	-
met5	-	0	0	0
met3	0	0.0102	0.25	94
met2	9	0.0112	0.26	97
met4	0	0	0	0
met1	38	0.0138	0.48	179
-- cells in the final DEF (no fill, tap or decap), drive strengths merged --
cell and instances:
inv 1, buf 9, a21oi 2, diode 1
clkinv 1, clkdlybuf4s15 1, dlygate4sd2 1, o31ai 1
nand2 2, o21ai 1, nor2 2
-- timing repair --
action | in CTS | in global routing
setup buffers | 1 | 0
gates resized | 36 | 0
endpoints found under the setup margin | 3 | 0
-- worst min-delay path by stage --
stage     endpoint  cells after the start  start  slack [ps]
4_1_cts       y[0]                      3   i[4]         660
5_1_grt       y[0]                      3   i[4]         670
6_report      y[0]                      3   i[4]         660
-- final cells by class --
cell class / count / share of cell area
multi-input combinational: 8 / 0.241
inverter: 2 / 0.0426
tap: 46 / 0.326
timing repair buffer: 11 / 0.376
antenna: 1 / 0.0142
No activity file was given, so power comes from the tool's default toggle rates.
