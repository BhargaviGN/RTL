==> ./design.v <==
module enc8to3 (
    input [7:0] in, input en, output reg [2:0] y
);
    always@(in, en) begin
        if(en == 0) begin
            y = 3'bxxx;
        end
        else begin
            case (in)
                8'b00000001 : y = 3'b000;
                8'b00000010 : y = 3'b001;
                8'b00000100 : y = 3'b010;
                8'b00001000 : y = 3'b011;
                8'b00010000 : y = 3'b100;
                8'b00100000 : y = 3'b101;
                8'b01000000 : y = 3'b110;
                8'b10000000 : y = 3'b111; 
                default: y = 3'bzzz;
            endcase
        end
    end
endmodule
==> ./run.sh <==
#!/bin/bash
# OpenROAD 26Q1-2900-gdf79404cd8, Yosys 0.63+post, stock flow scripts
make -C /OpenROAD-flow-scripts/flow DESIGN_CONFIG=/design/flow/config.mk WORK_HOME=/design/flow/orfs finish
==> ./config.mk <==
export PLATFORM = sky130hd
export DESIGN_NAME = enc8to3
export DESIGN_NICKNAME = enc8to3
export VERILOG_FILES = /design/flow/design.v
export SDC_FILE = /design/flow/constraint.sdc
export NUM_CORES = 4
export LEC_CHECK = 1
export CORE_AREA = 10 10 70 70
export DIE_AREA = 0 0 80 80
==> ./constraint.sdc <==
current_design enc8to3

set clk_period 1.9
set clk_io_pct 0.2

create_clock -name clk0 -period $clk_period

set non_clock_inputs [all_inputs -no_clocks]
set_input_delay [expr $clk_period * $clk_io_pct] -clock clk0 $non_clock_inputs
set_output_delay [expr $clk_period * $clk_io_pct] -clock clk0 [all_outputs]
==> impl_metrics.toml <==
# physical design summary
[pwr]
irDropWorstVdd_v = 0.0000503
power.density_nw_per_um2 = 143
leakage_nw = 0.118

[cells_and_area]
lay_top_count = "nor4b_2"
flops = 0
ff_latch_area_um2 = 0
clkbuf_count = 0
num-fill-cells = 402
fin_area_um2 = 362
most-common-layout-cells = "7 x nor4b_2, 6 x dlygate4sd2_1, 5 x buf_4"
drive_above_1_share = 0.529
synthToLayoutAreaGrowth_pct = 151
comb_area_um2 = 183

[logic_synthesis]
topCellsByArea = "nor4b_1 37%, a211oi_1 10%, nor4b_2 10%"
synth-area-yosys_um2 = 144
yosysCellCount = 19
synth_cell_types = 11
synth.avg_cell_area_um2 = 7.57
netlist_area_um2 = 144
yosys_warnings = 2
synth_top_cell_by_area = "nor4b_1"
top_area_frac = 0.365
ys_seq_share = 0
syn_inst = 19

[grt]
globalRouteTotalUtil = 0.0224
first_global_vias = 246
grt_pass1_wl_um = 1180
antenna_found_initial = 0
grt_max_degree = 8
grt.overflow.total = 0

[floorplan]
io_pins = 12
fp_util = 0.0421
chipArea_um2 = 6400
dieHeight_um = 80
rows = 21
core_um2 = 3420
die_width_um = 80

[worst_setup_path]
cp-start-kind = "input pin"
arrival_ps = 1450
crit_path_end = "y[2]"
path_max_fanout = 4
cp.required_ps = 1520
setup.worst_path.start = "in[2]"
crit_type = "in2out"
worst_setup_path_end_kind = "output port"

[timing]
finalHoldViolations = 0
layout_min_cycle_time_ps = 1830
finalCritPeriodShare = 0.965
max_freq_mhz = 545
worstMarginPinSlew_ps = 248
finalSetupViolCount = 0
fin_setup_tns_ps = 0
report.final.slew_viol_count = 0
maxSlewHeadroom = 0.834
rsz0062_at_grt = "no"

[clocking]
cts_setup_buffers = 0

[place]
placed_area_um2 = 344
dp_hpwl_um = 567
portBuffers = 11
gp_congestion = 0.823

[detailed_routing]
drcViolationCount = 0
routedWlPerCell_um = 8.86
via_per_inst = 2.71
antennaDiodeCount = 0
antenna_left = 0
num_vias = 217
wl_um = 709
first_pass_iters = 3
drtIter0Drc = 4

[status]
status = "finished clean"

[run]
max-cap-violations = 0
warning_count = 33

[hold_path]
hp-class = "in2out"
worstHoldPathCells = 4
-- stage by stage --
stage | power, W | worst slack, ps | hold slack (ps) | cells | utilization
floorplan | 0.0000163 | 518 | 773 | 19 | -
global placement | 0.0000498 | -532 | 1810 | 80 | 0.101
detailed placement | 0.0000513 | -585 | 1810 | 80 | 0.101
CTS | 0.0000520 | 8.95 | 1340 | 80 | 0.109
global route | 0.0000562 | 0.181 | 1350 | 80 | 0.106
finish | 0.0000515 | 65.6 | 1310 | 80 | 0.106
-- metal layers --
metal	part of all wire	track usage	vias up
met2	0.31	0.0257	9
met3	0.094	0.00682	0
met5	0	0	-
li1	-	-	112
met4	0	0	0
met1	0.60	0.0389	96
-- repair_timing --
action	4_1_cts	5_1_grt
pin swaps	3	2
resized	30	3
endpoints found under the setup margin	3	2
hold buffers	0	0
-- final cells by class --
type / instances / area share
multi-input combinational: 18 / 0.505
tap: 46 / 0.159
timing repair buffer: 16 / 0.336
-- cell families after synthesis --
| logic type | share of synthesized area |
|---|---|
| compound gates | 0.165 |
| buf+inv | 0.0347 |
| simple gates | 0.678 |
| xor+xnor | 0.122 |
-- Yosys cell counts, drive strengths merged --
master,count
a211oi,2
or4,1
nor4b,7
o31a,1
xnor2,1
nor4,1
xor2,1
nor3,1
buf,1
nor2,3
-- worst max-delay path: stages --
cell and delay [ps]:
clkdlybuf4s15_2 210, or4_1 520, nor2_1 120, dlygate4sd2_1 220
-- power breakdown --
group	switching [W]	internal (W)
Combinational	0.0000253	0.0000263
Clock	0	0
Sequential	0	0
Total	0.0000253	0.0000263
-- worst min-delay path by stage --
stage	start	slack [ps]	endpoint
5_1_grt	in[6]	1350	y[0]
6_report	in[1]	1310	y[1]
4_1_cts	in[3]	1340	y[2]
No activity file was given, so power comes from the tool's default toggle rates.
