### flow/config.mk
export PLATFORM = sky130hd
export DESIGN_NAME = comparator
export DESIGN_NICKNAME = comparator
export VERILOG_FILES = /design/flow/design.v
export SDC_FILE = /design/flow/constraint.sdc
export NUM_CORES = 4
export LEC_CHECK = 1
export CORE_AREA = 10 10 70 70
export DIE_AREA = 0 0 80 80
### flow/constraint.sdc
current_design comparator

set clk_period 1.8
set clk_io_pct 0.2

create_clock -name clk0 -period $clk_period

set non_clock_inputs [all_inputs -no_clocks]
set_input_delay [expr $clk_period * $clk_io_pct] -clock clk0 $non_clock_inputs
set_output_delay [expr $clk_period * $clk_io_pct] -clock clk0 [all_outputs]
### flow/design.v
module comparator (
    input [3:0] a, b, output reg l, g, e
);
    always@(a, b) begin
        if(a < b) begin
            l = 1;
            g = 0;
            e = 0;
        end
        else if(a > b) begin
            l = 0;
            g = 1;
            e = 0;
        end
        else begin
            l = 0;
            g = 0;
            e = 1;
        end
    end
endmodule
### flow/run.sh
#!/bin/bash
# OpenROAD 26Q1-2900-gdf79404cd8, Yosys 0.63+post, stock flow scripts
make -C /OpenROAD-flow-scripts/flow DESIGN_CONFIG=/design/flow/config.mk WORK_HOME=/design/flow/orfs finish
==> results.json <==
{
  "ys_area_um2": 126.4,
  "overflow": 0,
  "p_sw_uw": 31.90,
  "power.density_nw_per_um2": 228.1,
  "regArea_um2": 0,
  "slew_violations": 0,
  "maxSlewHeadroom": 0.8951,
  "max_freq_ghz": 0.5727,
  "worstMarginPinSlew_ps": 156.6,
  "numPortBuffers": 11,
  "grtUsageTotal": 0.01963,
  "peakVddDrop_mv": 0.03077,
  "syn_avg_cell_area_um2": 7.898,
  "cp_cell_sequence": "dlygate4sd2_1 -> inv_2 -> ha_4 -> a21oi_4 -> buf_4 -> a31oi_1 -> buf_2",
  "met2_length_um": 348,
  "endpoint_kind": "output pin",
  "drv_cap": 0,
  "clock_buffers": 0,
  "crit_path_start_kind": "primary input",
  "finalPower_uw": 81.61,
  "cp_top_family": "buffers and inverters",
  "dp_cells": 73,
  "min-delay-path-class": "in -> out",
  "max_stage_delay_ps": 280,
  "ys_seq_share": 0,
  "die_height_um": 80,
  "preCtsSetupSlack_ps": -616.1,
  "wl_um": 662,
  "ys_cells": 16,
  "dr_wl_met3_um": 97,
  "antenna_found_initial": 1,
  "fin_crit_ps": 1746,
  "outcome": "finished, final reports clean",
  "crit_buf_inv": 4,
  "setup_viol": 0,
  "warnings": 32,
  "drtAntennaViolNets": 0,
  "crit_type": "in -> out",
  "fin_crit_sh": 0.9701,
  "worstHoldPathCells": 5,
  "via_count": 176,
  "fp.coreArea_um2": 3416,
  "m1WireLength_um": 216,
  "crit_required_ps": 1440,
  "dieArea_um2": 6400,
  "comb_area_um2": 172.7,
  "grt_pass1_vias": 231,
  "cp_slowest_cell": "ha_4",
  "ys_warn_count": 1,
  "swShare": 0.3909,
  "seqPwrFrac": 0,
  "crit_path_max_fanout": 3,
  "drc": 0,
  "io_pins": 11,
  "setup_slack_ps": 53.74,
  "first_pass_iters": 1,
  "rows": 21,
  "intPower_uw": 49.70,
  "layout-drive-gt1-share": 0.6333,
  "grt_pass1_wl_mm": 1.035,
  "areaGrowthSynthToFinish_pct": 183.2,
  "finalHoldViolCount": 0,
  "die_x_um": 80,
  "drtIter0Drc": 0,
  "seq_cell_count": 0,
  "syn_inst": 16,
  "syn_area_um2": 126.4,
  "cp.arrival_ps": 1390,
  "power.share.clock": 0,
  "routed_via_density": 2.286,
  "place.gp.congestion": 0.6025,
  "top_layer_used": "met3",
  "dp_hpwl_um": 479.1,
  "fp_util": 0.03700,
  "nFillCells": 399,
  "ys_types": 9,
  "post_drt_wl_per_cell_um": 8.597,
  "p_leak_uw": 0.0001416,
  "finalNonFillerCells": 77,
  "pwr-share-comb": 1.000,
  "cp_num_cells": 7,
  "grt_max_degree": 4
}
==> worst min-delay path, cell delays in order <==
cell	delay [ps]
buf_2	120
ha_4	160
inv_1	50
a31oi_1	90
buf_2	110
==> layer usage <==
layer	vias to the layer above	track usage
li1	86	-
met1	83	0.01780
met2	7	0.03852
met3	0	0.01136
met4	0	0
met5	-	0
==> power by group through the flow <==
| stage | logic, µW | registers (µW) | clock network [µW] |
|---|---|---|---|
| global route | 90.9 | 0 | 0 |
| finish | 81.6 | 0 | 0.0000742 |
| CTS | 78.2 | 0 | 0 |
==> cell usage in the layout, fill, tap and decap left out <==
master           n
nor2b_4          1
nand4_1          1
clkdlybuf4s15_1  2
dlygate4sd2_1    5
clkbuf_2         1
inv_2            4
buf_2            3
ha_4             4
inv_1            1
a21boi_2         1
o211ai_2         1
diode_2          1
a31oi_1          1
a21oi_4          1
buf_4            3
and2_1           1
==> stage by stage <==
step / TNS (ps) / hold WS [ps] / utilization / cell area [µm²]
floorplan: 0 / 958.2 / - / 126.4
global placement: -1697 / 1888 / 0.08608 / 294.0
detailed placement: -1741 / 1892 / 0.08608 / 294.0
CTS: 0 / 1303 / 0.1048 / 357.8
global route: -1.781 / 1276 / 0.1040 / 355.3
finish: 0 / 1244 / 0.1048 / 357.8
==> synthesized netlist by cell type <==
cell / count / area (µm²)
nor2b_4: 1 / 13.76
a21oi_1: 1 / 5.000
a31oi_1: 1 / 6.260
and2_1: 1 / 6.260
nand4_1: 1 / 6.260
ha_1: 4 / 50.05
a21boi_1: 1 / 7.510
inv_1: 5 / 18.77
o211ai_2: 1 / 12.51
==> cell families after synthesis <==
logic type,share of synthesized area
buffers and inverters,0.1485
adder cells (fa/ha/maj),0.3961
AND-OR/OR-AND,0.2475
AND/OR/NAND/NOR,0.2080
==> repair_timing <==
action	in CTS	in global routing
resized	32	3
gates cloned	0	0
pin swaps	7	6
hold buffers	0	0
buffers inserted	2	1
endpoints found under the setup margin	3	2
==> worst paths after layout <==
| path | from | end |
|---|---|---|
| worst min-delay path | a[1] | e |
| worst max-delay path | b[3] | e |
==> cell type report <==
class,count,area share
inverters,5,0.05245
multi-input cells,11,0.4825
repair buffers,14,0.2972
diodes,1,0.006993
well taps,46,0.1608
Power is estimated from default activity; no workload was simulated.
